$ cat ./config.mk
export PLATFORM = sky130hd
export DESIGN_NAME = alu
export DESIGN_NICKNAME = alu
export VERILOG_FILES = /design/flow/design.v
export SDC_FILE = /design/flow/constraint.sdc
export NUM_CORES = 4
export LEC_CHECK = 1
export CORE_UTILIZATION = 50
$ cat ./constraint.sdc
current_design alu

set clk_period 24.7
set clk_io_pct 0.2

create_clock -name clk0 -period $clk_period

set non_clock_inputs [all_inputs -no_clocks]
set_input_delay [expr $clk_period * $clk_io_pct] -clock clk0 $non_clock_inputs
set_output_delay [expr $clk_period * $clk_io_pct] -clock clk0 [all_outputs]
$ cat ./design.v
module alu #(parameter WIDTH=32) (
    input  logic [WIDTH-1:0] op1, op2,       
    input  logic [3:0] alu_ctrl,             
    output logic [WIDTH-1:0] alu_result,     
    output logic zero,  
    output logic lessSigend,
    output logic lessUnsigend                     
);
    always @(*) begin
        case (alu_ctrl)
            4'b0000: alu_result = op1 + op2;                 
            4'b1000: alu_result = op1 - op2;                 
            4'b0111: alu_result = op1 & op2;                 
            4'b0110: alu_result = op1 | op2;                 
            4'b0100: alu_result = op1 ^ op2;                 
            4'b0001: alu_result = op1 << op2;                
            4'b0101: alu_result = op1 >> op2;                
            4'b1101: alu_result = $signed(op1) >>> op2;      
            4'b0010: alu_result = ($signed(op1) < $signed(op2)) ? 1 : 0;  
            4'b0011: alu_result = (op1 < op2) ? 1 : 0;        
            default: alu_result = 1'bx;                        
        endcase
        if ($unsigned(op1) < $unsigned(op2)) begin
            lessUnsigend = 1;
        end else begin
            lessUnsigend = 0;
        end
        if ($signed(op1) < $signed(op2))
            lessSigend = 1;
        else 
            lessSigend = 0;
        zero = (alu_result == 0) ? 1'b1 : 1'b0;
    end
endmodule
$ cat ./run.sh
#!/bin/bash
# OpenROAD 26Q1-2900-gdf79404cd8, Yosys 0.63+post, stock flow scripts
make -C /OpenROAD-flow-scripts/flow DESIGN_CONFIG=/design/flow/config.mk WORK_HOME=/design/flow/orfs finish
==> job_summary.md <==
## PnR job results

| Metric | Value |
|---|---|
| CP Class | `primary input to output port` |
| Hold path depth | `5` |
| Number of sequential cells | `0` |
| Via Count | `between 10,000 and 15,000` |
| Filler instances | `1,985` |
| CP Capture Type | `output port` |
| First-pass GRT wire length | `82,600 µm` |
| Critical-path cell list | `clkdlybuf4s50_1 > buf_4 > inv_1 > ha_1 > or4_4 > a311oi_2 > a211oi_1 > xnor2_1 > a22oi_1 > nand3_1 > or4_1 > or4b_1 > nor4_2 > nand4b_1 > nor4_2 > clkdlybuf4s50_1` |
| Area taken by multi-input logic gates | `around 9600 µm²` |
| Slew HR | `a little under a third` |
| Total stage count of the critical path | `16` |
| Buf/Inv on CP | `4` |
| Crit path largest cell delay | `600 ps` |
| Die H | `148 µm` |
| Synth area leader | `mux4_2` |
| Register area share after synthesis | `0%` |
| Area share, top type | `12.3%` |
| Startpoint types | `primary input` |
| ANT nets after route | `0` |
| Total die area | `~22,000 µm²` |
| Layout cells sized above 1 | `~10%` |
| Worst Path Arrival | `about 11,000 ps` |
| Unique masters post-synth | `89` |
| Drt drc | `0` |
| Area after DPL | `about 12,000 µm²` |
| Syn_area_per_cell | `6.95 µm²` |
| # setup viols final | `0` |
| Fp_density | `approximately half` |
| Final min period | `15,740 ps` |
| Setup_tns | `0 ps` |
| TritonRoute pass-1 iters | `7` |
| Register area | `0 µm²` |
| Mapped cell area | `approximately 11,000 µm²` |
| Worst slew pin tran | `between 1000 and 1500 ps` |
| Resized cells post-CTS | `0` |
| Setup bufs post-CTS | `0` |
| Final instance area | `about 12,000 µm²` |
| Count leader, synth | `nand2_1` |
| HP Class | `primary input to output port` |
| Required time of the critical path | `19,760 ps` |
| Util after Layout | `a little under three fifths` |
| Cell count after synthesis | `~1,500` |
| Initial DRC count | `between 1,500 and 2,000` |
| Cell family with most CP delay | `simple AND/OR/NAND/NOR gates` |
| Final slew viol count | `0` |
| Die W | `between 100 and 150 µm` |
| Yosys chip area | `roughly 11,000 µm²` |
| All-Layer GR Usage | `a little over half` |
| Post-DP HPWL | `~43,000 µm` |
| Cells after DPL | `approximately 1,800` |
| Clock Buffer Count | `0` |
| Crit Path Max Fanout | `27` |
| Placer congestion estimate | `1.20` |
| ANT cells | `0` |
| Core Footprint | `~20,000 µm²` |
| Maximum clock frequency | `~64 MHz` |
| Synth top cells by count | `nand2_1 (145), nor2_1 (140), a21oi_1 (129), inv_1 (99), ha_1 (98)` |
| Core Rows | `52` |
| I/O Buffers | `103` |
| # hold bufs at CTS | `0` |
| Pleak | `between 4 and 5 nW` |
| Ys cells | `roughly 1,500` |
| Io pins | `just over 100` |
| OpenROAD warning count | `about 100` |
| Area Growth Syn to Fin | `9.67%` |
| RSZ-0062 raised after global routing | `no` |
| Top cells, area | `mux4_2 (12%), ha_1 (12%), a21oi_1 (6.1%)` |
| Status | `completed` |
| Number of global-route vias before repair | `between 10,000 and 15,000` |
| CP max stage cell | `ha_1` |
| Worst vdd ir | `between 20 and 25 µV` |
| Vias/cell | `7.48` |
| Synth warn | `1` |
| Max-cap viol count | `0` |
| Largest net degree at the start of global routing | `between 60 and 70` |
| Routed wire length | `around 57,000 µm` |
| Fin. Hold Viols | `0` |
| Number of antenna violations at the first check in global routing | `5` |
| Non-Filler Instances | `approximately 1,800` |
| DR WL/cell | `31.3 µm` |
| PwrDens | `~24 nW/µm²` |
| Overflow left after global routing | `0` |
| Crit share post-route | `63.7%` |
[stage by stage]
stage / worst slack, ps / hold WS [ps] / power, mW
after floorplan: 10510 / 10060 / 0.163
after global placement: 9120 / 10980 / 0.262
after detailed placement: 9160 / 10980 / 0.261
after CTS: 9160 / 10990 / 0.263
after global routing: 8830 / 11080 / 0.289
final: 8960 / 11000 / 0.277
[cell type report]
cell class	instances	area share, %
well taps	270	2.90
inverters	103	3.32
multi-input cells	1289	82.4
repair buffers	145	11.3
[power breakdown]
group | internal (mW) | total (mW) | switching (mW)
logic | 0.103 | 0.277 | 0.174
clock network | 0 | 0 | 0
registers | 0 | 0 | 0
total | 0.103 | 0.277 | 0.174
[tightest hold or removal path, stage by stage]
cell and delay [ps]:
buf_2 240, nor2_1 150, a211oi_1 110, nand3_1 130, clkdlybuf4s50_1 480
[path summary, 6_finish.rpt]
kind   start             to  slack [ps]
max   op2[4]           zero        8960
min   op2[1]  alu_result[1]       11000
[cell families (layout without fill, tap and decap cells)]
| group | after synthesis | in the layout | share of synthesized area [%] |
|---|---|---|---|
| XOR/XNOR | 20 | 20 | 1.65 |
| adder cells (fa/ha/maj) | 100 | 100 | 11.9 |
| AND-OR/OR-AND | 514 | 514 | 32.5 |
| AND/OR/NAND/NOR | 510 | 510 | 23.5 |
| multiplexers | 145 | 145 | 20.8 |
| buffers and inverters | 239 | 248 | 9.61 |
[layer usage]
layer,track usage [%],share of wire (%),vias to the layer above
met1,68.6,36,6178
met3,23.3,16,291
li1,-,-,5812
met2,75.0,40,1234
met5,2.05,0.16,-
met4,27.7,7.3,10
[cells in the final DEF, fill, tap and decap left out, drive strengths merged, types with 12 or more instances in the layout]
cell type and n:
and3 12, nor2b 17, mux2 22, a311oi 12
mux4 58, a21oi 129, a221oi 13, o211ai 29
buf 48, nor2 140, a211oi 39, nor4 21
nand3 31, o22ai 20, nand2b 12, o221ai 12
nor3 55, nand2 146, a21o 24, nand4 12
ha 98, clkdlybuf4s50 97, xnor2 18, mux2i 65
o21ai 98, a31oi 17, inv 101, o21bai 12
Power figures rest on the tool's default switching activity, not on a simulated workload.
