==> design/flow/design.v <==
module reg_file#( parameter REGF_WIDTH = 32 )(
    input clk,
    input reset_n,
    input reg_write,
    input [4:0] raddr1,
    input [4:0] raddr2,
    input [4:0] waddr,
    input [REGF_WIDTH-1:0] wdata,
    output logic [REGF_WIDTH - 1 : 0] rdata1,
    output logic [REGF_WIDTH - 1 : 0] rdata2
);
    logic [REGF_WIDTH -1:0] register_file [REGF_WIDTH -1:0];
    initial register_file[0] = '0;
    logic [REGF_WIDTH-1:0] i;
    always_ff @(posedge clk, negedge reset_n) begin
        if (!reset_n) begin 
           for(i = 3; i < REGF_WIDTH; i = i + 1)
            register_file[i] <= 0;
            register_file[1] <= 0;
            register_file[2] <= 4096;
        end
        else if (reg_write & (waddr !=0)) begin
        register_file[waddr] <= wdata;
        end
    end
    assign rdata1 = register_file[raddr1];
    assign rdata2 = register_file[raddr2];
endmodule
==> design/flow/run.sh <==
#!/bin/bash
# OpenROAD 26Q1-2900-gdf79404cd8, Yosys 0.63+post, stock flow scripts
make -C /OpenROAD-flow-scripts/flow DESIGN_CONFIG=/design/flow/config.mk WORK_HOME=/design/flow/orfs finish
==> design/flow/config.mk <==
export PLATFORM = sky130hd
export DESIGN_NAME = reg_file
export DESIGN_NICKNAME = reg_file
export VERILOG_FILES = /design/flow/design.v
export SDC_FILE = /design/flow/constraint.sdc
export NUM_CORES = 4
export LEC_CHECK = 1
export CORE_UTILIZATION = 30
==> design/flow/constraint.sdc <==
current_design reg_file

set clk_period 6.9
set clk_io_pct 0.2

create_clock -name clk0 -period $clk_period [get_ports {clk}]

set non_clock_inputs [all_inputs -no_clocks]
set_input_delay [expr $clk_period * $clk_io_pct] -clock clk0 $non_clock_inputs
set_output_delay [expr $clk_period * $clk_io_pct] -clock clk0 [all_outputs]
==> results.toml <==
# flow metrics
[global_routing]
grt_pass1_vias = 48600
grt.total_usage_pct = 35.7
antenna_found_initial = 52
gr-total-overflow = 0
grt_start_max_net_pins = 116
grt_pass1_wl_um = 428000

[worst_setup_path]
required_ns = 5.52
worst_setup_path_end_kind = "output port"
path_common_cell = "buf_4"
cp_slowest_cell = "nor2b_4"
cp_cell_sequence = "buf_4 -> nor2b_4 -> nand2_1 -> a21oi_1 -> a211oi_1 -> a31oi_1 -> buf_4 -> clkdlybuf4s50_1"
max_stage_delay_ns = 0.94
cp_max_fo = 35
critical_path_arrival_ns = 5.10
path_class = "input pin to output port"
start_kind = "input pin"

[run]
drv_cap = 1
warnings = 46

[logic_synthesis]
ys_warn_count = 2
synthArstFlopShare_pct = 96.9
flop_cell = "dfrtp_1"
yosys.area.top_type = "dfrtp_1"
top_area_share_pct = 46.0
ys_cells = 4870
top_cells_by_count = "mux2_2 (1,015), dfrtp_1 (991), nand3_1 (754), clkbuf_1 (393), a22oi_1 (297)"
synth_top_cell_by_count = "mux2_2"
ys_seq_share_pct = 47.9
synth_chip_area_um2 = 53900
synth_flops = 1024
synth-edff-count = 32
ys_types = 72
netlist_area_um2 = 53900
syn_area_per_cell_um2 = 11.1
ys_top_cells_by_area = "dfrtp_1 (46%), mux2_2 (21%), nand3_1 (7.0%)"
syn-instance-count = 4870

[floorplanning]
fp.dieW_um = 426
rows = 155
fp_util_pct = 30.2
io_pins = 114
fp.dieH_um = 426
coreArea_um2 = 178000
die-area_um2 = 181000

[final_timing]
whs_ns = 0.524
fin_tns_setup_ns = 0
max_freq_mhz = 154
fin_ws_ns = 0.423
min_period_ns = 6.48
rsz0062_at_grt = "no"
tightestPinTransition_ns = 1.70
report.final.setup_viol = 0
hold_viol = 0
report.final.slew_viol_count = 4
finalClockPeriodUsage_pct = 93.9
max_slew_margin_pct = -14.4
fin_skew_ns = 0

[power_and_ir_drop]
pwr_density_cell_nw_per_um2 = 285
total_power_w = 0.0181
p_leak_nw = 27.2
ir_worst_vdd_mv = 0.218

[clocking]
cts_buffer_depth = 3
root_buffer = "clkbuf_16"
cts_inserted_buffers = 112
htreeDepth = 3
ctsHoldBuffers = 0
post_cts_buffers = 0
clk_latency_ns = 0.78
cts_sinks = 1024
cts.clk_slew.worst_paths_ns = 0.06
tritoncts = "yes"
cts_resized = 0

[finish]
syn_to_final_growth_pct = 17.7
largestRegisters = "register_file x1024"
num-fill-cells = 17400
largest_reg_flops = 1024
top_register = "register_file"
drive_gt1_share_pct = 33.3

[route]
drt-initial-drc-count = 7245
drc = 0
drt-total-wl_um = 318000
ant_nets = 0
drt-pass1-iter-count = 9
vias_per_cell = 6.80
via_count = 50600
wl_per_cell_um = 42.8

[status]
status = "finished with violations"
violations = "capacitance limit, slew limit"

[placed_design]
place_congestion = 1.13
io_buffer_count = 113
place_hpwl_um = 206000
place_ws_ns = 0.654

[worst_hold_path]
hp-class = "flip-flop to flip-flop"
==> power breakdown <==
| part | switching, W | total [W] | internal, W |
|---|---|---|---|
| Clock | 0.00278 | 0.00670 | 0.00392 |
| Combinational | 0.00149 | 0.00288 | 0.00139 |
| Sequential | 0.00133 | 0.00850 | 0.00717 |
==> cells in the final DEF, fill, tap and decap left out, types with 16 or more instances in the layout <==
cell             count
nor3_1              28
a21oi_1             31
and3_1             200
a22o_1              37
a32oi_1             18
or4_1               31
bufinv_16           19
o21ai_0             24
edfxtp_1            32
clkinv_2            17
and2_1              24
nor2_1              54
a221oi_1            16
conb_1              32
nor4_1              22
a2111oi_0           64
clkbuf_1            20
a22oi_1            297
clkdlybuf4s50_1    102
buf_4              344
nand4_1            239
clkbuf_16          114
nand3b_1            18
mux2i_1             38
a222oi_1            21
dfrtp_1            991
mux2_2            1015
buf_12              22
nand2_1             39
diode_2             34
nand3_1            752
a31oi_1             23
o32a_1              48
==> layout make-up <==
cell class,count,area (µm²),area share (%)
diodes,34,85.1,0.134
clock buffers,149,3130,4.94
clock inverters,62,897,1.41
inverters,4,15.0,0.0237
multi-input cells,3331,26500,41.7
flip-flops and latches,1024,25800,40.7
well taps,2355,2950,4.65
repair buffers,474,4080,6.44
==> metal layers <==
metal / wire, µm / vias up / global-route usage (%)
li1: - / 18900 / -
met1: 110000 / 25400 / 42.9
met2: 127000 / 4707 / 47.4
met3: 51400 / 1590 / 21.6
met4: 28800 / 48 / 24.4
met5: 429 / - / 1.27
==> worst max-delay path, delay by kind of cell <==
kind	cells	cell delay, ns
buf+inv	3	1.12
simple gates	2	1.52
compound gates	3	0.99
==> path summary, 6_finish.rpt <==
path	start	end	slack, ns	depth (start not counted)
hold / removal	register_file[24][25]$_DFFE_PN0P_	register_file[24][25]$_DFFE_PN0P_	0.52	1
setup reg to reg	register_file[27][31]$_DFFE_PN0P_	register_file[27][31]$_DFFE_PN0P_	5.90	1
setup / recovery	raddr2[4]	rdata2[21]	0.42	8
max in group asynchronous	reset_n	register_file[3][0]$_DFFE_PN0P_	4.45	3
min in group asynchronous	reset_n	register_file[18][6]$_DFFE_PN0P_	0.60	1
hold reg to reg	register_file[24][25]$_DFFE_PN0P_	register_file[24][25]$_DFFE_PN0P_	0.52	1
==> logic make-up after synthesis <==
family	Yosys count	share of synthesized area, %
compound gates	658	9.62
mux	1069	22.3
other cells	1	0.00696
flops	1024	47.9
simple gates	1572	16.2
buf+inv	546	4.03
==> stage by stage <==
step	area (µm²)	util (%)	cells
3_5_place_dp	59300	33.2	7188
6_report	63400	35.5	7433
5_1_grt	63300	35.5	7406
3_3_place_gp	59300	33.2	7188
4_1_cts	63300	35.5	7399
2_1_floorplan	54000	-	4901
Power is estimated from default activity; no workload was simulated.
